`flow/design.v`:
```
module decodificador(flag,number, display);
input [3:0] number;
input flag;
output reg[6:0] display;
reg kkkk;
always @ (number) begin
	if(flag == 1) display <= 7'b1111111;
	else begin
		case (number)
		1: display <= 7'b1001111;
		2: display <= 7'b0010010;
		3: display <= 7'b0000110;
		4: display <= 7'b1001100;
		5: display <= 7'b0100100;
		6: display <= 7'b0100000;
		7: display <= 7'b0001101;
		8: display <= 7'b0000000;
		9: display <= 7'b0000100;
		default: display <= 7'b0000001;
		endcase
	end
end
endmodule
module decodificador_entrada (flag,a,b,out_uni_a, out_dez_a, out_uni_b, out_dez_b); 
input[6:0] a, b;
input flag;
output[6:0] out_uni_a, out_dez_a, out_uni_b, out_dez_b;
reg [3:0] uni_a, dez_a, uni_b, dez_b;
always @ (a, b) begin
	uni_a <= a % 10;         
    dez_a <= a / 10;         
	uni_b <= b % 10;         
	dez_b <= b / 10;         
	if(a>99) begin
		dez_a<=9;
		uni_a<=9;
	end
	if(b>99) begin
		dez_b<=9;
		uni_b<=9;
	end
end
decodificador dec1(flag,uni_a, out_uni_a);
decodificador dec2(flag,dez_a, out_dez_a);
decodificador dec3(flag,uni_b, out_uni_b);
decodificador dec4(flag,dez_b, out_dez_b);
endmodule
module decodificador_saida(flag,Result,out_uniR,out_dezR,out_cenR,out_milR);
input [13:0] Result;
output[6:0] out_uniR,out_dezR,out_cenR,out_milR;
reg[3:0] uni_R,dez_R,cen_R,mil_R;
input flag;
always@(Result)begin
	uni_R <= Result % 10;       
    dez_R <= Result / 10;
    cen_R <= Result/100;
    mil_R <= Result/1000;
end
decodificador kk(flag,uni_R, out_uniR);
decodificador kk2(flag,dez_R, out_dezR);
decodificador kk3(flag,cen_R, out_cenR);
decodificador kk4(flag,mil_R, out_milR);
endmodule
module main(signal, result, A,B,clk,botaoMult,botaoAdd,botaoSub,botaoPower,display1,display2,display3,display4,display5,display6,display7,display8);
input botaoMult,botaoAdd,botaoSub,botaoPower,clk;
input[6:0] A, B;
output reg signal=0;
output [6:0] display1,display2,display3,display4,display5,display6,display7,display8;
output reg [13:0] result;
reg[6:0] n1,n2;
reg pressed1=0,pressed2=0,pressed3=0,pressed4=0;
parameter add = 0,sub = 1,mult = 2,off = 3,on = 4, maior = 99;
reg[2:0] state = 0;
reg offFlag = 1;
always@(posedge clk) begin
	if(!botaoPower) pressed4 = 1;
	if(!botaoAdd)  pressed1 = 1;
	if(!botaoSub)  pressed2 = 1;
	if(!botaoMult) pressed3 = 1;
    case(state)
        off: begin
			if(botaoPower && pressed4) begin
			pressed4 = 0;
			state<=on;
			end
		end
        on: begin
			if(botaoPower && pressed4)begin
				pressed4 = 0;
				state<=off;
			end
			if(botaoAdd && pressed1)begin
				pressed1 = 0;
				state<=add;
			end
			if(botaoSub && pressed2)begin
				state<=sub;
				pressed2 = 0;
			 end
			if(botaoMult && pressed3)begin
				state<=mult;
				pressed3 = 0;
			end
        end
        add: begin
			if(botaoPower && pressed4)begin
				pressed4 = 0;
				state<=off;
			end
			if(botaoAdd && pressed1)begin
				pressed1 = 0;
				state<=add;
			end
			if(botaoSub && pressed2)begin
				state<=sub;
				pressed2 = 0;
			 end
			if(botaoMult && pressed3)begin
				state<=mult;
				pressed3 = 0;
			end
		end
		sub: begin
			if(botaoPower && pressed4)begin
				pressed4 = 0;
				state<=off;
			end
			if(botaoAdd && pressed1)begin
				pressed1 = 0;
				state<=add;
			end
			if(botaoSub && pressed2)begin
				state<=sub;
				pressed2 = 0;
			 end
			if(botaoMult && pressed3)begin
				state<=mult;
				pressed3 = 0;
			end
		end
		mult: begin
			if(botaoPower && pressed4)begin
				pressed4 = 0;
				state<=off;
			end
			if(botaoAdd && pressed1)begin
				pressed1 = 0;
				state<=add;
			end
			if(botaoSub && pressed2)begin
				state<=sub;
				pressed2 = 0;
			 end
			if(botaoMult && pressed3)begin
				state<=mult;
				pressed3 = 0;
			end
		end
    endcase
end
always@(state or A or B) begin
    n1 <= A;
    n2 <= B;
    begin
    if(A>maior) n1 <= maior;
    if(B>maior) n2 <= maior;
    end
    case(state)
        add: begin
            signal = 0;
            result <= n1+n2;
            offFlag <= 0;
        end
        sub: begin
            if(n1<n2)begin
            result <= n2-n1;
            signal = 1;
            end
            else begin
            result <= n1-n2;
            signal = 0;
            end
            offFlag <= 0;
        end
        mult: begin
            signal = 0;
            result <= n1*n2;
            offFlag <= 0;
        end
		off: offFlag <= 1;
        default: begin
			result <= 0;
			offFlag <= 0;
		end
    endcase
end
decodificador_entrada decod1(offFlag,A,B,display2,display1,display4,display3);
decodificador_saida decod2(offFlag,result,display8,display7,display6,display5);
endmodule
```
`flow/run.sh`:
```
#!/bin/bash
# OpenROAD 26Q1-2900-gdf79404cd8, Yosys 0.63+post, stock flow scripts
make -C /OpenROAD-flow-scripts/flow DESIGN_CONFIG=/design/flow/config.mk WORK_HOME=/design/flow/orfs finish
```
`flow/config.mk`:
```
export PLATFORM = sky130hd
export DESIGN_NAME = main
export DESIGN_NICKNAME = main
export VERILOG_FILES = /design/flow/design.v
export SDC_FILE = /design/flow/constraint.sdc
export NUM_CORES = 4
export LEC_CHECK = 1
export CORE_UTILIZATION = 50
```
`flow/constraint.sdc`:
```
current_design main

set clk_period 5.9
set clk_io_pct 0.2

create_clock -name clk0 -period $clk_period [get_ports {clk}]

set non_clock_inputs [all_inputs -no_clocks]
set_input_delay [expr $clk_period * $clk_io_pct] -clock clk0 $non_clock_inputs
set_output_delay [expr $clk_period * $clk_io_pct] -clock clk0 [all_outputs]
```
==> deck_impl_summary.md <==
Flow Results at a Glance

Timing
  – Final hold violations: 0
  – Max-slew violations: 0
  – # setup viols final: 14
  – Fin crit share: 106%
  – Endpoints left unconstrained: 30
  – Worst clock skew: between 0.0015 and 0.002 ns
  – Worst-Margin Slew: 0.903 ns
  – Setup WS post-layout: -0.338 ns
  – Hold Slack: 0.452 ns
  – Max Freq: 160 MHz
  – Relative slew slack: 39.3%
  – Register pins left without a clock: 15
  – Final min period: roughly 6.2 ns
  – RSZ-0062 raised after global routing: true

Global route
  – First-pass GRT wire length: roughly 47000 um
  – Largest net degree at the start of global routing: 54
  – GRT Overall Usage: 29.5%
  – Vias in the first global route: 9692
  – Global route overflow: 0
  – Antenna violations before repair: 0

Cells and area
  – Most frequent cells in the layout: nand2_1 (153), nor2_1 (116), inv_1 (97), buf_4 (94), ha_1 (90)
  – Most numerous logic cell after layout: nand2_1
  – P&R area growth vs syn: 24.4%
  – Fillcell total: 1661
  – Layout cells sized above 1: 19.2%

Status
  – Failing checks: negative setup slack
  – Status: finished, violations left

Placement
  – DP HPWL: 22500 um
  – GP Congestion: about 0.9
  – I/O Buffers: 89
  – Post-Place Worst Slack: -1.23 ns

Route
  – Via/cell ratio: ~6.0
  – WL per Instance: 16.5 um
  – DRC Markers: 0
  – Diode count: 0
  – Via count: approximately 11000
  – DRT Pass-1 Iters: 5
  – Antenna violation net count after detailed routing: 0
  – Post-Route WL: 29100 um
  – DR iter-0 viols: 562

Logic synthesis
  – Synth top area share: 13.4%
  – Register bit total from synthesis: 22
  – Post-synth top area cell: ha_1
  – Asr flop ratio synth: 0%
  – Synthesized area: slightly below 0.01 mm^2
  – YS chip area: 0.00964 mm^2
  – Syn Area/Cell: ~7 um^2
  – Flip-flops with a built-in enable: 3
  – Cell Type Count: between 100 and 150
  – Commonest flop: dlxtn_1
  – Yosys Instances: 1402
  – YS warnings: 4
  – Synth area leaders: ha_1 (13%), nand2_1 (6.3%), fa_1 (5.6%)
  – Post-Syn Instances: 1402

Floorplan
  – FP Core Util: 51.3%
  – Die H: 141 um
  – Std-Cell Rows: 50
  – Die ar.: 0.0198 mm^2
  – Die width: 141 um
  – Io pins: 90
  – Placeable Area: 0.0188 mm^2

Job
  – Tool Warnings: ~76
  – Max-cap violations: 0

Critical path
  – R2R depth: 4
  – Worst Path Buf+Inv: 6
  – CP Max Fanout: 5
  – Crit path DAT: 5.06 ns
  – CP top delay family: AND-OR/OR-AND gates
  – Critical path depth: 21
  – Worst setup SP type: input port
  – CP Cell Sequence: buf_6, nor3_4, nand4b_1, nand2_2, o21ai_4, buf_6, o311a_1, o21ai_1, a21oi_1, a2111o_1, buf_4, a221o_1, a2111oi_4, buf_4, xnor2_1, nor2_2, buf_4, ha_1, o22ai_2, nand2_1, buf_2
  – Crit path largest cell delay: roughly 0.40 ns
  – Max stage delay cell, worst path: a2111oi_4
  – Most frequent CP cell: buf_4
  – CP Class: input port to primary output
  – Required @ worst endpoint: 4.72 ns
  – Setup crit end kind: primary output

Power and ir drop
  – Pwr per Cell Area: 272 mW/mm^2
  – Peak supply drop: about 200 uV
  – Pleak: 0.00529 uW

Worst hold path
  – Worst Hold Class: flop to flop
  – WHS Path Cells: 2

Clocking
  – Clock Tree Buf Depth: 2
  – Worst skew pair latency: 0.23 ns
  – CTS Root Cell: clkbuf_16
  – TritonCTS clock tree: yes
  – Reg clk slew, reported paths: roughly 0.030 ns
  – TritonCTS buffer count: 3
  – H-tree lvl count: 1
sequential cells by signal, summed over array words and instances (netlist names):
register  count
signal        1
pressed4      1
result       14
state         3
pressed3      1
pressed2      1
pressed1      1
path summary, 6_finish.rpt:
path | slack (ns) | to | from
worst max register to register | 4.02 | state[1] | state[1]
worst min register to register | 0.45 | pressed2 | pressed2
worst max-delay path | -0.34 | display4[0] | B[0]
worst min-delay path | 0.45 | pressed2 | pressed2
timing repair:
action                     in CTS  in global routing
pin swaps                      49                 33
hold buffers                    0                  0
hold endpoints to repair        0                  0
resized                       158                 61
setup buffers                  28                  6
setup endpoints to repair      28                 28
tightest hold or removal path: stages (launching register included):
cell     delay (ns)
dfxtp_1        0.30
nand2_1        0.06
nand2_1        0.05
cell usage after synthesis, drive strengths merged, types with 6 or more instances:
master and instances:
a211o 8, or3 16, a311oi 6, maj3 11
xor2 16, o221ai 9, a21boi 7, inv 105
dlxtn 15, and2 19, nor3 51, nand4 6
fa 27, o21ai 107, o2111ai 6, nand2b 19
o21bai 17, and3 13, a22oi 6, mux2 9
o31ai 23, a21oi 75, o22ai 16, a221oi 8
ha 103, nand3 36, a211oi 23, a31oi 21
nor2 127, o211ai 15, clkbuf 64, or2 12
buf 18, nor2b 16, nand2 162, xnor2 54
mux2i 27, o211a 6, a21o 18, nor4 11
o2bb2ai 6
cell type report:
| type | count | area [um^2] | area share (%) |
|---|---|---|---|
| Multi-Input combinational cell | 1190 | 9040 | 75.4 |
| Timing Repair Buffer | 204 | 1760 | 14.7 |
| Inverter | 108 | 422 | 3.52 |
| Clock buffer | 4 | 78.8 | 0.658 |
| Tap cell | 234 | 293 | 2.44 |
| Sequential cell | 22 | 395 | 3.30 |
per-stage QoR:
stage / setup TNS, ns / utilization, % / cell area, um^2 / power (uW) / cells
floorplan: -1.56 / - / 9810 / 2050 / 1402
global placement: -21.89 / 60.0 / 11300 / 2970 / 1726
detailed placement: -22.87 / 60.0 / 11300 / 2960 / 1726
finish: -2.90 / 63.9 / 12000 / 3260 / 1762
global route: -7.00 / 63.9 / 12000 / 3580 / 1762
CTS: -2.34 / 62.7 / 11800 / 3200 / 1757
kinds of logic after synthesis:
group | count (synthesis) | synth area share (%)
buf+inv | 190 | 7.82
mux | 36 | 3.90
xor+xnor | 70 | 6.36
latches | 15 | 2.34
compound gates | 433 | 31.8
simple gates | 510 | 25.8
fa+ha+maj | 141 | 20.1
flops | 7 | 1.77
power breakdown:
part | leakage, uW | internal, uW | switching, uW
logic | 0.00507 | 1390 | 1570
clock network | 0.0000382 | 89.7 | 23.9
registers | 0.000180 | 124 | 55.3
layer usage:
layer | vias to the layer above | part of all wire [%] | global-route usage, %
met5 | - | 0 | 0
met3 | 21 | 3.2 | 1.52
met4 | 0 | 0.96 | 2.97
met2 | 223 | 49 | 52.7
li1 | 5321 | - | -
met1 | 4945 | 46 | 40.8
Power is estimated from default activity; no workload was simulated.
